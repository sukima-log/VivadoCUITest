## /design/flow/config.mk

```make
export PLATFORM = sky130hd
export DESIGN_NAME = top
export DESIGN_NICKNAME = top
export VERILOG_FILES = /design/flow/design.v
export SDC_FILE = /design/flow/constraint.sdc
export NUM_CORES = 4
export LEC_CHECK = 1
export CORE_AREA = 10 10 106 106
export DIE_AREA = 0 0 116 116
```

## /design/flow/constraint.sdc

```tcl
current_design top

set clk_period 2.9
set clk_io_pct 0.2

create_clock -name clk0 -period $clk_period [get_ports {clk}]

set non_clock_inputs [all_inputs -no_clocks]
set_input_delay [expr $clk_period * $clk_io_pct] -clock clk0 $non_clock_inputs
set_output_delay [expr $clk_period * $clk_io_pct] -clock clk0 [all_outputs]
```

## /design/flow/design.v

```verilog
`timescale 1ps/1ps
`default_nettype none
module chattering #(
    parameter P_SAMPL_BIT   = 'd32   
,   parameter P_MATCH_BIT   = 'd32   
) (
    input   wire                            clk          
,   input   wire                            resetn       
,   input   wire                            sig_i        
,   input   wire    [(P_SAMPL_BIT-1):0]     sample       
,   input   wire    [(P_MATCH_BIT-1):0]     count        
,   output  reg                             sig_o        
);
    reg [(P_SAMPL_BIT-1):0]     scount;                  
    reg                         buffer;                  
    wire w_flag = ~(scount+'d1 < (sample));
    always @(posedge clk or negedge resetn) begin
        if (!resetn) begin
            scount   <= {P_SAMPL_BIT{1'b0}};
        end else if (w_flag) begin
            scount   <= {P_SAMPL_BIT{1'b0}};
        end else begin
            scount   <= scount + 'd1;
        end
    end
    always @(posedge clk or negedge resetn) begin
        if (!resetn) begin
            buffer <= 'd0;
        end else if (scount == 'd0) begin
            buffer <= sig_i;
        end
    end
    reg [(P_MATCH_BIT-1):0]   mcount;             
    wire w_pass     = ~(mcount+'d1 < (count));    
    wire w_judge    = (buffer == sig_i);          
    wire w_dif      = ~(buffer == sig_i);         
    always @(posedge clk or negedge resetn) begin
        if (!resetn) begin
            mcount <= {P_MATCH_BIT{1'b0}};
        end else if (w_pass) begin
            mcount <= {P_MATCH_BIT{1'b0}};
        end else if (w_dif) begin
            mcount <= {P_MATCH_BIT{1'b0}};
        end else if (w_judge) begin
            mcount <= mcount + 'd1;
        end
    end
    always @(posedge clk) begin
        if (w_pass) begin
            sig_o <= buffer;
        end
    end
endmodule  
`default_nettype wire
`timescale 1ps/1ps
`default_nettype none
module counter #(
    parameter P_BASE = 'd32  
,   parameter P_BIT  = 'd32  
) (
    input   wire                    clk      
,   input   wire                    resetn   
,   input   wire                    enable   
,   input   wire                    up_dw    
,   output  reg     [(P_BIT-1):0]   count    
,   output  wire                    carry    
);
    wire w_upflag = ~(count+1 < P_BASE);
    wire w_dwflag = (count == 'd0);
    always @(posedge clk or negedge resetn) begin
        if (!resetn) begin
            count   <=  {P_BIT{1'b0}};
        end else if (enable) begin
            if (up_dw & w_upflag) begin
                count   <=  {P_BIT{1'b0}};
            end else if (up_dw) begin
                count   <=  count + 'd1;
            end else if (!up_dw & w_dwflag) begin
                count   <=  (P_BASE - 'd1);
            end else if (!up_dw) begin
                count   <=  count - 'd1;
            end
        end
    end
    assign carry = ((w_upflag & up_dw) | (w_dwflag & !up_dw)) & enable;
endmodule  
`default_nettype wire
`timescale 1ps/1ps
`default_nettype none
module ltop (
    input   wire    clk      
,   input   wire    resetn   
,   input   wire    sig_i    
,   output  wire    sig_o    
);
    reg buffer;      
    always @(posedge clk or negedge resetn) begin
        if (!resetn) begin
            buffer <= 1'b0;
        end else begin
            buffer <= sig_i;
        end 
    end
    assign sig_o = (buffer < sig_i);  
endmodule  
`default_nettype wire
`timescale 1ps/1ps
`default_nettype none
module onehot #(
    parameter P_BIT     = 'd32    
,   parameter P_OUT_BIT = 'd32    
) (
    input   wire    [(P_BIT-1):0]       sig_i    
,   output  wire    [(P_OUT_BIT-1):0]   sig_o    
);
    function [(P_OUT_BIT-1):0] FUNCTION_ONEHOT (
        input [(P_BIT-1):0]    value
    );
    begin
        case (value)
            'd0:  FUNCTION_ONEHOT       = 4'b0001; 
            'd1:  FUNCTION_ONEHOT       = 4'b0010; 
            'd2:  FUNCTION_ONEHOT       = 4'b0100; 
            'd3:  FUNCTION_ONEHOT       = 4'b1000;  
            default: FUNCTION_ONEHOT    = 4'b0000;
        endcase
    end
    endfunction
    assign sig_o = FUNCTION_ONEHOT(sig_i);
endmodule  
`default_nettype wire
`timescale 1ps/1ps
`default_nettype none
module top #(
    parameter P_OUT_BIT = 4
) (
    input   wire                        clk      
,   input   wire                        resetn   
,   input   wire                        btn      
,   output  wire    [(P_OUT_BIT-1):0]   led      
);
    localparam P_SAMPL = 'd2000;
    localparam P_SAMPL_BIT = clogb2(P_SAMPL);
    localparam P_MATCH = 'd20;
    localparam P_MATCH_BIT = clogb2(P_MATCH);
    wire sig_i;
    chattering #(
        .P_SAMPL_BIT(P_SAMPL_BIT)
    ,   .P_MATCH_BIT(P_MATCH_BIT)
    ) chattering (
        .clk    (clk)
    ,   .resetn (resetn)
    ,   .sig_i  (btn)
    ,   .sample (P_SAMPL)
    ,   .count  (P_MATCH)
    ,   .sig_o  (sig_i)
    );
    wire enable;                             
    ltop ltop (
        .clk    (clk)                
    ,   .resetn (resetn)             
    ,   .sig_i  (sig_i)              
    ,   .sig_o  (enable)             
    );
    localparam P_BASE   = 3 + 1;             
    localparam P_BIT    = clogb2(P_BASE);    
    wire    [(P_BIT-1):0]   count;   
    wire                    carry;   
    counter #(
        .P_BASE (P_BASE)             
    ,   .P_BIT  (P_BIT)              
    ) counter (
        .clk    (clk)                
    ,   .resetn (resetn)             
    ,   .enable (enable)             
    ,   .up_dw  (1'b1)               
    ,   .count  (count)              
    ,   .carry  (carry)              
    );
    onehot #(
        .P_BIT  (P_BIT)              
    ,   .P_OUT_BIT(P_OUT_BIT)        
    ) onehot (
        .sig_i  (count)              
    ,   .sig_o  (led)                
    );
    function integer clogb2 (
        input integer value
    );    
        begin  
            value = value-1;  
            for (clogb2=0; value>0; clogb2=clogb2+1) begin
              value = value>>1;
            end
        end  
    endfunction
endmodule
`default_nettype wire
```

## /design/flow/run.sh

```bash
#!/bin/bash
# OpenROAD 26Q1-2900-gdf79404cd8, Yosys 0.63+post, stock flow scripts
make -C /OpenROAD-flow-scripts/flow DESIGN_CONFIG=/design/flow/config.mk WORK_HOME=/design/flow/orfs finish
```

==> impl_metrics.yaml <==
# implementation run metrics
final_timing:
  hold_violations: 0
  fmax_ghz: 0.502
  timing.final.max_slew_violations: 0
  period_used_pct: 68.6
  tightest_slew_ns: 0.391
  maxSlewHeadroom_pct: 73.9
  setup_viol: 0
  hold_ws_ns: 0.375
  finalSetupTns_ns: 0
  layout_min_cycle_time_ns: 1.99
  rsz0062_at_grt: "false"
  clock_skew_ns: 0.00694
synthesis:
  synth-main-ff-cell: "dfrtp_1"
  edf_count: 1
  ys_chip_area_sq_um: 1240
  ys_cells: 124
  ys_types: 40
  ys_seq_share_pct: 42.7
  avgSynthCellArea_sq_um: 10.0
  ys_async_sr_fraction_pct: 95.2
  ys_top_cells_by_count: "dfrtp_1 (20), ha_1 (8), nand3_1 (8)"
  synth_area_sq_um: 1240
  syn_inst: 124
  yosys.cell_count.top_type: "dfrtp_1"
  top_cell_area_share_pct: 40.3
  synth-seq-cells: 21
  yosysTopAreaCell: "dfrtp_1"
  topCellsByArea: "dfrtp_1 (40%), ha_1 (8.1%), xnor2_1 (3.5%), xor2_1 (3.5%), nand3_1 (3.2%)"
  yosys_warnings: 4
power:
  clkPwrFrac_pct: 28.3
  cellLeakagePower_nw: 0.585
  switching_power_mw: 0.165
  comb_power_share_pct: 19.8
  ir_drop_uv: 158
  sw_frac_of_total_pct: 25.1
  intPower_mw: 0.493
  pwr-share-seq_pct: 51.9
  power_density_nw_per_um2: 450
global_routing:
  grt_pass1_vias: 903
  met1_usage_pct: 4.77
  met2_usage_pct: 5.08
  grt_usage_pct: 3.38
  grt_pass1_wl_mm: 3.96
  grt_overflow: 0
  antenna_found_initial: 0
  grt_max_degree: 21
  top_usage_layer: "met2"
  grtUsageMet3_pct: 0.994
detailed_routing:
  vias: 906
  ant_nets: 0
  first_iter_violations: 99
  routedWlPerCell_microns: 9.14
  diodes: 0
  routed_wl_mm: 2.18
  detail_route.first_pass.iterations: 4
  drc: 0
  viasPerCell: 3.81
place:
  io_buffers: 6
  hpwl_mm: 1.57
  place.gp.congestion: 0.868
cts:
  clock-root-buffer: "clkbuf_8"
  hold_buffers: 0
  cts_buffer_depth: 2
  cts_sinks: 21
  htree_levels: 1
  numCtsBuffers: 3
  clk_pin_slew_ns: 0.08
  cts_resized: 0
  post_cts_buffers: 0
  cts_tree: "built"
  clock_insertion_delay_worst_skew_ns: 0.26
floorplanning:
  initial_utilization_pct: 14.0
  io_pins: 7
  core_region_area_sq_um: 8850
  chipWidth_microns: 116
  die_h_microns: 116
  rows: 34
  chip_area_sq_um: 13500
worst_setup_path:
  required_ns: 2.32
  setup.worst_path.start_class: "flip-flop"
  critical_path_class: "flip-flop to output port"
  arrival_ns: 1.41
  cp-end-kind: "output port"
  max_stage_delay_ns: 0.47
  rr_startpoint: "chattering.scount[0]"
  crit_path_start: "counter.count[0]"
  path_max_fanout: 6
  cp_cell_sequence: "inv_1 -> ha_1 -> clkdlybuf4s50_1"
  slowest_stage: "clkdlybuf4s50_1"
cells_and_area:
  drive_above_1_share_pct: 9.23
  syn2layout_area_growth_pct: 18.0
flow_run:
  warnings: 30
  drv_cap: 0
hold_path:
  hold_start: "chattering.sig_o"
  hold_path.class: "flip-flop to flip-flop"
status:
  status: "completed"
==> power groups by stage <==
stage                 Combinational [mW]  Clock [mW]  Sequential [mW]
after CTS                          0.133       0.200            0.342
after global routing               0.155       0.213            0.349
final                              0.130       0.187            0.342
==> per-stage QoR <==
stage	utilization [%]	std cells	worst slack [ns]	instance area, sq um	total power [mW]
floorplan	-	124	1.26	1240	0.395
global placement	16.0	234	1.16	1420	0.475
detailed placement	16.0	234	1.14	1420	0.480
CTS	16.6	238	0.894	1470	0.675
global route	16.6	238	0.809	1470	0.716
finish	16.6	238	0.909	1470	0.659
==> cells by family after synthesis <==
logic type | synth area share, %
simple gates | 20.7
compound gates | 15.8
flops | 42.7
buf+inv | 3.83
xor+xnor | 7.06
fa+ha+maj | 8.06
mux | 1.81
==> sequential cells by signal (all words and copies together), names as in the netlist <==
| register | cells |
|---|---|
| counter.count | 2 |
| chattering.scount | 11 |
| ltop.buffer | 1 |
| chattering.sig_o | 1 |
| chattering.mcount | 5 |
| chattering.buffer | 1 |
==> worst paths after layout <==
check	end	cells past startpoint	slack, ns
min reg2reg	ltop.buffer	0	0.37
max in group asynchronous	chattering.mcount[2]	2	2.03
min	ltop.buffer	0	0.37
max reg2reg	chattering.scount[10]	5	1.19
min in group asynchronous	chattering.mcount[4]	2	0.66
max	led[2]	3	0.91
==> worst max-delay path: cells and delay by family (launching register included) <==
family	cells	cell delay, ns
adders and majority gates	1	0.14
buffers and inverters	2	0.57
DFF	1	0.44
==> metal layers <==
metal | share of wire (%) | up-vias
met2 | 42 | 32
met4 | 1.6 | 0
met3 | 7.5 | 2
met1 | 49 | 414
met5 | 0 | -
li1 | - | 458
==> area by class of cell <==
class,instances,area (sq um)
fill,968,7380
multi-input combinational,92,663
sequential,21,531
tap,108,135
timing repair buffer,7,67.6
clock buffer,3,41.3
inverter,6,22.5
clock inverter,1,5.00
==> cell usage in the layout, fill, tap and decap left out, drive strengths merged, types with 2 or more instances in the layout <==
master         synthesis  layout
nand4                  3       3
dfrtp                 20      20
nand3b                 2       2
nor2                   7       7
nand2                  8       8
nand3                  9       9
a21oi                  7       7
a21boi                 4       4
inv                    6       6
and4                   2       2
clkdlybuf4s50          0       6
clkbuf                 0       3
a31o                   2       2
a31oi                  3       3
xnor2                  5       5
and3                   4       4
xor2                   5       5
o21ai                  5       5
mux2                   2       2
nor2b                  3       3
ha                     8       8
Power is estimated from default activity; no workload was simulated.
